`/design/flow/design.v`:
```
module axis_dwidth_upsizer #(
  parameter WIDTH      = 32,  
  parameter NUM_REG    =  2  
)(
    input  logic aclk,                     
    input  logic aresetn,               
    input  logic s_axis_tvalid,   
    output logic s_axis_tready,   
    input  logic [WIDTH-1:0] s_axis_tdata,     
    input  logic s_axis_tlast,   
    output logic m_axis_tvalid,   
    input  logic m_axis_tready,   
    output logic [WIDTH*NUM_REG-1:0] m_axis_tdata,     
    output logic m_axis_tlast
);
    localparam READY = 0;
    localparam LOAD = 1;
    localparam WRTARRAY = 2;
  logic [NUM_REG*WIDTH - 1:0] s_reg;
  logic [32:0] cnt;
  logic [1:0] state_reg;
  logic m_axis_tlast_local;
  always @(posedge aclk) begin
    if (aresetn == 0) begin
      state_reg       <= READY;
      cnt             <=  0;
      s_axis_tready   <=  1;
      m_axis_tvalid   <=  0;
      m_axis_tlast    <=  0;
      m_axis_tlast_local <= 0;
      s_reg           <= '0;
    end else begin
      m_axis_tdata    <= s_reg;
      if (s_axis_tlast == 1) m_axis_tlast_local <= 1;
      case (state_reg)
        READY:
          begin
            cnt <=  0;
            if (s_axis_tvalid == 1) begin
              s_reg[WIDTH-1:0] <= s_axis_tdata;
              state_reg   <= LOAD;
              cnt           <= cnt + 1;
            end
          end
        LOAD:
          begin
            if (cnt < NUM_REG & m_axis_tlast_local == 1) begin
              s_reg <= (s_reg << WIDTH);
              cnt            <= cnt + 1;
              state_reg      <= LOAD;
            end else if (cnt < NUM_REG  & s_axis_tvalid == 1) begin
              s_reg <= (s_reg << WIDTH) | s_axis_tdata;
              cnt            <= cnt + 1;
              state_reg      <= LOAD;
            end else if (cnt < NUM_REG & s_axis_tvalid == 0) 
              state_reg <= LOAD;
            else begin
              state_reg       <= WRTARRAY;
              s_axis_tready   <= 0;
              m_axis_tvalid   <= 1;
              m_axis_tlast    <= m_axis_tlast_local;
              cnt <= 0;
            end
          end
        WRTARRAY:
          begin
            if (m_axis_tready == 1) begin
              state_reg       <= READY;
              m_axis_tvalid <= 0;
              s_axis_tready   <= 1;
              m_axis_tlast    <= 0;
              m_axis_tlast_local <= 0;
            end
          end
      endcase
    end
  end
endmodule
```
`/design/flow/run.sh`:
```
#!/bin/bash
# OpenROAD 26Q1-2900-gdf79404cd8, Yosys 0.63+post, stock flow scripts
make -C /OpenROAD-flow-scripts/flow DESIGN_CONFIG=/design/flow/config.mk WORK_HOME=/design/flow/orfs finish
```
`/design/flow/config.mk`:
```
export PLATFORM = sky130hd
export DESIGN_NAME = axis_dwidth_upsizer
export DESIGN_NICKNAME = axis_dwidth_upsizer
export VERILOG_FILES = /design/flow/design.v
export SDC_FILE = /design/flow/constraint.sdc
export NUM_CORES = 4
export LEC_CHECK = 1
export CORE_UTILIZATION = 30
```
`/design/flow/constraint.sdc`:
```
current_design axis_dwidth_upsizer

set clk_period 5.9
set clk_io_pct 0.2

create_clock -name clk0 -period $clk_period [get_ports {aclk}]

set non_clock_inputs [all_inputs -no_clocks]
set_input_delay [expr $clk_period * $clk_io_pct] -clock clk0 $non_clock_inputs
set_output_delay [expr $clk_period * $clk_io_pct] -clock clk0 [all_outputs]
```
==> results.ini <==
[pwr]
peakVddDrop_uv = 174
power_mw = 2.54
p_per_area_mw_per_mm2 = 320
p_leak_nw = 2.82

[global_routing]
antenna_found_initial = 1
grt_usage_pct = 12.0
grt_pass1_vias = 3796
grt_overflow = 0
grt_max_degree = 58
grt_pass1_wl_um = 19600

[yosys]
yosys-top-cells-count = dfxtp_1, nand2_1, edfxtp_1
seq_area_frac_synth_pct = 65.1
yosysWarnings = 1
synth_top_area_share_pct = 33.8
numSynthFlops = 168
async_flop_share_pct = 0
synth_cell_types = 46
synth-edff-count = 64
synth_area_leader_cell = dfxtp_1
ys.flop_type = dfxtp_1
ys_area_mm2 = 0.00615
avgSynthCellArea_um2 = 12.4
synthCells = 498
most_common_cell = dfxtp_1
synth.area.top_cells = dfxtp_1, edfxtp_1, mux2i_1
ys_cells = 498
syn_area_mm2 = 0.00615

[clock_tree]
tritoncts.num_buffers = 17
cts_buffer_depth = 2
clk_latency_ps = 420
clockRootBuffer = clkbuf_16
cts.sinks = 168
cts_hold_buf = 0
cts_tree = built
post_cts_resized = 0
htree_levels = 4
post_cts_buffers = 0
clk_pin_slew_ps = 70

[critical_path]
cp_cell_sequence = clkdlybuf4s50_1, a21oi_1, o31a_1, buf_4, a22o_1
critPathRequiredTime_ps = 6260
crit_path_top_delay_cell = o31a_1
worstPathMaxFanout = 19
crit_type = input pin to register
endpoint_kind = register
cp_data_arrival_time_ps = 3070
critPathLaunchType = input pin
max_stage_delay_ps = 570

[placed_design]
hpwl_um = 7720
io_buffers = 103
place_congestion = 0.775
dp_slack_ps = 2770

[floorplan]
chipArea_mm2 = 0.0211
die_y_um = 145
rows = 52
fp-utilization_pct = 30.5
die_x_um = 145
boundaryPins = 104
core_mm2 = 0.0202

[final_timing]
setup_viol = 0
skew_ps = 7.25
fmax_ghz = 0.369
slew_headroom_pct = 57.7
maxSlewViolCount = 0
worst_pin_slew_ps = 634
fin_tns_setup_ps = 0
whs_ps = 430
fin_crit_sh_pct = 46.0
rsz0062_at_grt = false
final_hold_viol_count = 0
period_minus_slack_ps = 2710
timing.final.ws_setup_ps = 3190

[layout]
fin_util_pct = 39.4
drive_gt1_share_pct = 7.82
syn2layout_area_growth_pct = 29.2

[routing]
viasPerCell = 4.63
first_pass_iters = 4
num_vias = 4096
drc = 0
wl_per_cell_um = 13.6
drt_iter0_drc = 213
drtAntennaViolNets = 0
wirelength_um = 12000

[flow_run]
cap_violations = 0
log.warning_count = 25

[worst_hold_path]
min-delay-path-class = register to register

[run_status]
status = finished, final reports clean

[report_power, final]
group          internal [mW]  total (mW)  switching [mW]
registers               1.26        1.29          0.0299
logic                  0.100       0.176          0.0762
clock network          0.601        1.08           0.475
[routing by layer]
metal,part of all wire [%],vias to the layer above,GRT usage [%],wire length [um]
li1,-,2009,-,-
met1,49,1948,19.1,5930
met2,42,129,16.8,4990
met3,8.1,10,4.17,968
met4,1.0,0,1.21,123
met5,0,-,0,0
[path summary, 6_finish.rpt]
path / end / start / slack [ps] / depth (start not counted)
setup / recovery: s_reg[6] / s_axis_tvalid / 3190 / 5
hold / removal: m_axis_tdata[42] / s_reg[42] / 430 / 0
setup reg to reg: s_reg[6] / cnt[23] / 3370 / 6
hold reg to reg: m_axis_tdata[42] / s_reg[42] / 430 / 0
[cells in the final DEF, fill, tap and decap left out, drive strengths merged, types with 2 or more instances in the layout]
| cell type | instances |
|---|---|
| o31ai | 2 |
| and3 | 3 |
| o31a | 2 |
| a31oi | 3 |
| clkinv | 4 |
| buf | 9 |
| o21ai | 8 |
| xnor2 | 3 |
| nor4 | 10 |
| nand2 | 76 |
| nand3 | 13 |
| nand2b | 3 |
| clkdlybuf4s50 | 102 |
| nand4 | 17 |
| a21boi | 3 |
| nor3 | 6 |
| edfxtp | 64 |
| clkbuf | 18 |
| nor2 | 31 |
| dfxtp | 104 |
| a22o | 32 |
| xor2 | 21 |
| and4 | 3 |
| inv | 16 |
| a21oi | 10 |
| or3 | 5 |
| mux2i | 32 |
[final cells by class]
class | instances | area [um^2]
well taps | 270 | 338
flip-flops and latches | 168 | 4000
clock inverters | 14 | 151
repair buffers | 111 | 1090
multi-input cells | 296 | 1910
inverters | 7 | 26.3
diodes | 1 | 2.50
clock buffers | 18 | 429
fillers | 1867 | 12200
[logic make-up (layout without fill, tap and decap cells)]
logic type / count (synthesis) / after routing / share of synthesized area [%]
compound gates: 68 / 68 / 8.42
other cells: 0 / 1 / 0
mux: 32 / 32 / 5.21
xor+xnor: 24 / 24 / 3.42
fa+ha+maj: 1 / 1 / 0.203
flops: 168 / 168 / 65.1
simple gates: 171 / 171 / 13.8
buf+inv: 34 / 150 / 3.84
[stage by stage]
| stage | instances | area, um^2 |
|---|---|---|
| global placement | 852 | 7370 |
| detailed placement | 852 | 7370 |
| finish | 885 | 7950 |
| floorplan | 498 | 6150 |
| CTS | 884 | 7950 |
| global route | 884 | 7950 |
[critical path, delay by kind of cell]
kind	cells	cell delay, ps
compound gates	3	1040
buf+inv	2	840
