<file path="/design/flow/design.v">
module axis_dwidth_downsizer #(
  parameter WIDTH      = 32,  
  parameter NUM_REG    =  2  
)(
    input  logic aclk,                     
    input  logic aresetn,               
    input  logic s_axis_tvalid,   
    output logic s_axis_tready,   
    input  logic [WIDTH*NUM_REG-1:0] s_axis_tdata,     
    input  logic s_axis_tlast,   
    output logic m_axis_tvalid,   
    input  logic m_axis_tready,   
    output [WIDTH-1:0] m_axis_tdata,     
    output m_axis_tlast
);
    localparam READY = 0;
    localparam SHIFT = 1;
    localparam LAST = 2;
  logic [NUM_REG*WIDTH - 1:0] s_reg;
  logic [32:0] cnt;
  logic [1:0] state_reg;
  logic m_axis_tlast_local;
  assign m_axis_tdata = s_reg[NUM_REG*WIDTH - 1:(NUM_REG-1)*WIDTH];
  assign m_axis_tlast = (cnt == NUM_REG - 1) & m_axis_tlast_local;
  always @(posedge aclk) begin
    if (aresetn == 0) begin
      state_reg       <= READY;
      cnt             <=  0;
      s_axis_tready   <=  1;
      m_axis_tvalid   <=  0;
      m_axis_tlast_local <= 0;
      s_reg           <= '0;
    end else begin
      if (s_axis_tlast == 1) m_axis_tlast_local <= 1;
      case (state_reg)
        READY:
          begin
            cnt <=  0;
            if (s_axis_tvalid == 1) begin
              s_reg       <= s_axis_tdata;
              state_reg   <= SHIFT;
              s_axis_tready <= 0;
              m_axis_tvalid <= 1;
            end
          end
        SHIFT:
          begin
            if (cnt < NUM_REG - 1  & m_axis_tready == 1) begin
                cnt   <= cnt + 1;
                s_reg <= s_reg << WIDTH;
            end else if (cnt < NUM_REG - 1 & m_axis_tready == 0) 
                state_reg <= SHIFT;
            else begin
                state_reg <= LAST;
	              m_axis_tvalid <= 0;
                m_axis_tlast_local <= 0;
	          end
          end
        LAST:
          begin
            if (m_axis_tready == 1) begin
                state_reg     <= READY;
                s_axis_tready <= 1;	
	        end
          end
      endcase
    end
  end
endmodule
</file>
<file path="/design/flow/run.sh">
#!/bin/bash
# OpenROAD 26Q1-2900-gdf79404cd8, Yosys 0.63+post, stock flow scripts
make -C /OpenROAD-flow-scripts/flow DESIGN_CONFIG=/design/flow/config.mk WORK_HOME=/design/flow/orfs finish
</file>
<file path="/design/flow/constraint.sdc">
current_design axis_dwidth_downsizer

set clk_period 7.5
set clk_io_pct 0.2

create_clock -name clk0 -period $clk_period [get_ports {aclk}]

set non_clock_inputs [all_inputs -no_clocks]
set_input_delay [expr $clk_period * $clk_io_pct] -clock clk0 $non_clock_inputs
set_output_delay [expr $clk_period * $clk_io_pct] -clock clk0 [all_outputs]
</file>
<file path="/design/flow/config.mk">
export PLATFORM = sky130hd
export DESIGN_NAME = axis_dwidth_downsizer
export DESIGN_NICKNAME = axis_dwidth_downsizer
export VERILOG_FILES = /design/flow/design.v
export SDC_FILE = /design/flow/constraint.sdc
export NUM_CORES = 4
export LEC_CHECK = 1
export CORE_UTILIZATION = 40
</file>
==> impl_metrics.ini <==
; yosys + openroad results
[outcome]
outcome = finished clean

[yosys]
syn_inst = 378
syn_area_per_cell_um2 = 10.8
yosys_cells = 378
ys_async_sr_fraction_pct = 0
synth_seq_share_pct = 50.3
ys.warnings.count = 1
synth_area_mm2 = 0.00410
yosysUniqueCellTypes = 36
synth-main-ff-cell = dfxtp_1
yosys_area_mm2 = 0.00410
yosys_register_bits = 103
edf_count = 0

[run]
warning_count = 26
maxCapViolCount = 0

[route]
first_iter_violations = 98
ant_nets = 0
highest_layer = met4
detailroute.wirelength.met3_um = 531
wire_per_inst_um = 15.3
post_drt_via_cell_ratio = 5.03
via_count = 2877
diodes = 0
met1_length_mm = 4.36
wl_mm = 8.77
wl_met2_mm = 3.80
route.detailed.drc = 0
drt_pass1_iterations = 4

[global_routing]
grt_max_degree = 75
grt_pass1_vias = 2780
grt_pass1_wl_mm = 13.8
gr-total-overflow = 0
globalRouteTotalUtil_pct = 17.2
antenna_found_initial = 0

[clock_tree]
post_cts_buffers = 0
clk_pin_slew_ns = 0.09
hold_buffers = 0
cts_made_buffers = 9
cts_buffer_depth = 2
cts.repair.resized = 0
cts_root_buf = clkbuf_8
worstSkewPairLatency_ns = 0.35
htree_levels = 3
cts_tree = done
cts_sinks = 103

[place]
port_buffers = 103
hpwl_mm = 5.57
gp_congestion = 0.743
placed_cell_area_mm2 = 0.00493

[critical_path]
cp.required_ns = 6.00
path_class = reg -> out
end_kind = output port
critPathLaunchType = flop
path_max_fanout = 5
arrival_ns = 2.41

[final_timing]
report.final.slew_viol_count = 0
clock.fmax_ghz = 0.256
maxSlewHeadroom_pct = 50.1
fin_worst_skew_ns = 0.00670
setup_viol = 0
worst_pin_slew_ns = 0.747
finalCritPeriodShare_pct = 52.2
rsz0062_at_grt = no
fin_tns_setup_ns = 0
hold_viol = 0
final.min_clock_period_ns = 3.91

[power_and_ir_drop]
power.leakage_nw = 2.34
vdd_drop_max_mv = 0.133
p_per_area_mw_per_mm2 = 218

[die]
initCoreUtil_pct = 41.6
coreArea_mm2 = 0.00986
die-area_mm2 = 0.0107
rows = 36
boundaryPins = 104
die_y_um = 103
die_x_um = 103

[hold_path]
min_path_type = reg -> reg

[layout]
drive_gt1_share_pct = 7.06
final_cell_area_mm2 = 0.00514
area_growth_syn_to_layout_pct = 25.5
largest_register_ffs = 64
metal layers:
metal	vias to the layer above	global-route usage, %
met5	-	0
li1	1462	-
met3	5	4.17
met1	1332	27.9
met2	78	25.1
met4	0	1.30
per-stage QoR:
step	utilization, %	setup slack, ns	instances	power, mW	hold slack, ns
2_1_floorplan	-	4.69	378	0.713	0.442
3_3_place_gp	50.0	3.83	556	0.779	0.456
3_5_place_dp	50.0	3.79	556	0.780	0.459
4_1_cts	52.1	3.56	572	1.14	0.485
5_1_grt	52.1	3.36	572	1.18	0.495
6_report	52.1	3.59	572	1.12	0.479
final timing paths:
kind                                endpoint  cells after the start          from  slack, ns
worst max-delay path            m_axis_tlast                      5        cnt[3]       3.59
worst min-delay path               s_reg[20]                      1     s_reg[20]       0.48
worst max register to register     s_reg[30]                      6  state_reg[2]       4.92
worst min register to register     s_reg[20]                      1     s_reg[20]       0.48
area by class of cell:
cell class                      count  area (um2)
Fill cell                         860        4720
Multi-Input combinational cell    209        1630
Tap cell                          133         166
Sequential cell                   103        2060
Clock inverter                      4        53.8
Clock buffer                       12         155
Timing Repair Buffer              109        1070
Inverter                            2        7.51
cell families (layout without fill, tap and decap cells):
group	Yosys count	in the layout	synth area share (%)
adders and majority gates	2	2	0.610
and+or+nand+nor	67	67	10.5
DFF	103	103	50.3
muxes	32	32	7.81
buffers and inverters	66	127	10.2
AOI/OAI and AO/OA	108	108	20.5
synth_stat cells (2+ instances only):
cell type  count  area, um2
a22o_1        32        280
inv_1          2       7.51
nand2b_1       3       18.8
nor3_1         2       10.0
buf_8          3       45.0
clkbuf_1      20       75.1
o21ai_0       35        175
nand2_1        9       33.8
nor4_2         2       25.0
a21oi_1        2       10.0
a21boi_0       3       22.5
nand4_1        2       12.5
ha_1           2       25.0
o211a_1       33        330
buf_1          3       11.3
nor4_1         4       25.0
dfxtp_1      103       2060
buf_2          4       20.0
mux2i_1       32        320
nor2_1         3       11.3
nand3_1        3       15.0
and3_1        30        188
buf_4         33        248
power breakdown:
| part | switching [mW] | internal (mW) | leakage, nW | total (mW) |
|---|---|---|---|---|
| Combinational | 0.0649 | 0.104 | 1.40 | 0.169 |
| Clock | 0.183 | 0.173 | 0.0988 | 0.356 |
| Sequential | 0.0182 | 0.579 | 0.842 | 0.597 |
critical path, cell delays in order, from the launching register on:
cell and delay (ns):
dfxtp_1 0.32, nor4_1 0.31, nand4_1 0.24, nor3_1 0.49
and3_2 0.25, clkdlybuf4s50_1 0.46
cell usage in the layout, fill, tap and decap left out, drive strengths merged, types with 3 or more instances in the layout:
| master | count |
|---|---|
| a21boi | 3 |
| nor4 | 6 |
| mux2i | 32 |
| and3 | 31 |
| nand2b | 4 |
| clkbuf | 12 |
| buf | 7 |
| a22o | 32 |
| dfxtp | 103 |
| nand3 | 3 |
| o21ai | 35 |
| nand2 | 9 |
| o211a | 33 |
| clkdlybuf4s50 | 102 |
| nor3 | 3 |
| nor2 | 4 |
Power is estimated from default activity; no workload was simulated.
